==> flow/design.v <==
module scan(input logic clk, reset,
            input logic [3:0] cols, 
			input logic row_stop,
			output logic [3:0] key_row, 
            output logic [3:0] key_col, 
            output logic [7:0] key_val
);
logic [3:0] row_num, c_sync, cols_sync;
logic key_in;
always_ff @(posedge clk, negedge reset) begin
	if (~reset) begin
		c_sync <= 4'b1111;
		cols_sync <= 4'b1111;
	end
	else begin
    c_sync <= cols;
    cols_sync <= c_sync;
	end
end
always_ff @(posedge (clk), negedge reset) begin
	if (~reset)
        key_row <= 4'b1110; 
	else if (row_stop) begin
		key_row <= 4'b0000; 
	end
	else if (key_row == 4'b0000) begin
        key_row <= 4'b1110;  
    end
	else
        key_row <= {key_row[2:0], key_row[3]};
end
always_comb begin
    key_col = 4'b0000;
    key_val = 8'b0000_0000;
    if (cols_sync != 4'b1111) begin  
        key_col = ~cols_sync;  
		key_val = {~key_row, key_col};
    end
end
endmodule
==> flow/run.sh <==
#!/bin/bash
# OpenROAD 26Q1-2900-gdf79404cd8, Yosys 0.63+post, stock flow scripts
make -C /OpenROAD-flow-scripts/flow DESIGN_CONFIG=/design/flow/config.mk WORK_HOME=/design/flow/orfs finish
==> flow/config.mk <==
export PLATFORM = sky130hd
export DESIGN_NAME = scan
export DESIGN_NICKNAME = scan
export VERILOG_FILES = /design/flow/design.v
export SDC_FILE = /design/flow/constraint.sdc
export NUM_CORES = 4
export LEC_CHECK = 1
export CORE_AREA = 10 10 70 70
export DIE_AREA = 0 0 80 80
==> flow/constraint.sdc <==
current_design scan

set clk_period 2.3
set clk_io_pct 0.2

create_clock -name clk0 -period $clk_period [get_ports {clk}]

set non_clock_inputs [all_inputs -no_clocks]
set_input_delay [expr $clk_period * $clk_io_pct] -clock clk0 $non_clock_inputs
set_output_delay [expr $clk_period * $clk_io_pct] -clock clk0 [all_outputs]
==> run notes <==
The layout was made with Yosys and OpenROAD.

The run finished with clean final reports. The data required time of the worst path is 1840 ps. In this run the post-CTS setup repair buffer count came out at 0.

For reference, the placement row count at floorplan is 21. The largest fanout of any net on the critical path is 4. The library cell used most frequently in the layout, excluding fill and tap cells, is sky130_fd_sc_hd__clkdlybuf4s50_1. TritonCTS built the clock tree.

In the final layout, the share of cells above drive strength 1 is 26.3%. The clock-pin slew on the worst setup and hold paths is 70 ps. The final layout contains routed wiring with a total length of 986 um. The final critical delay including setup and external delays is 2010 ps. Across all stage logs, warnings added up to 25. The number of hold buffers added after CTS was 0. Setup repair after global routing left no endpoint under its margin. The final period utilization is 87.2%.

The detailed-route wire length per cell is 9.57 um. Of the synthesized area, sequential elements account for 72.3%. The clock net sink count is 12. The quantity of gates resized following cts is 0. STA classifies the critical path endpoint as an output port. According to the I/O placement log, the pin count is 23.

The synth_stat.txt file lists the number of cells as 35. Synthesis produced 35 cells. In this run the deepest clock path goes through 2 buffers.

The number of max-capacitance violations reported is 0. The top cell types in the final layout, fill and taps aside, are 22 x sky130_fd_sc_hd__clkdlybuf4s50_1, 11 x sky130_fd_sc_hd__dfstp_2, 7 x sky130_fd_sc_hd__inv_1, 4 x sky130_fd_sc_hd__nor2_1. The final number of setup-violating endpoints is 0.

The final timing report lists a max-slew violation count of 0. The initial core utilization is 12.7%. The number of library cell types mapped by synthesis is 9. The violation tally recorded at the end of detailed-routing iteration 0 is 0. Summing every instance area after synthesis gives 434 um^2. The routed design ends up with an antenna cell count of 0. The first global-routing pass estimated 1.57 mm of wire. In the final layout, the fill cell count is 374.

The slew of the pin with the lowest slew margin is 482 ps. The detail route stage leaves a number of antenna-violating nets equal to 0. The count of TritonRoute iterations in the first routing pass is 1. Per the detail_route report, DRC violations left total 0. The post-synthesis average cell area is 12.4 um^2. The post-synthesis sequential element count is 12. Detailed routing inserted a total of 306 vias. After floorplanning, the core was sized to cover 3420 um^2. The count of final hold-check violations is 0.

The class of the tightest hold or removal check is reg -> reg. Per the GRT congestion report, total overflow comes to 0. The slowest stage of the critical path belongs to the cell sky130_fd_sc_hd__dfstp_2. The worst path arrival time is 1550 ps.

The final weighted congestion in routability-driven placement is 0.713. The root buffer cell chosen for the clock tree is sky130_fd_sc_hd__clkbuf_4. Looking at the setup timing report, the critical path kind is reg -> out. In the global route stage, overall resource usage came out at 3.04%. The number of global-route vias before repair was 333.

The top achievable clock speed is 0.499 GHz. The worst setup path is launched from a register. Counting the buffers created by CTS gives 3. The number of antenna violations at the first check in global routing came to 0. The number of buffer cells added on primary ports is 22.

Walking the worst path, the cells encountered are and4_1 > nor2_1 > clkdlybuf4s50_1. The deepest level of the CTS H-tree is 1. The die height is 80 um.

The summed area of non-filler cells in the final layout is 718 um^2. The die covers 6400 um^2. The relative max-transition margin is 67.8%. The clock latency on the worst-skew pair is 260 ps. The accumulated negative setup slack is 0 ps. The maximum number of pins on one net before global-route repair is 13.

The die extent in x is 80 um. The total cell area reported by yosys after synthesis is 434 um^2. The leakage dissipation is 0.289 nW. The largest vdd supply drop is 0.000265 V. The area growth from synthesis to final layout is 65.4%.

Per the post-run analysis, buffers plus inverters along the critical path come to 1. The ratio of total power to cell area is 710 nW/um^2. The detailed-route vias per instance is 2.97.

Broken down by cell family, the worst path's largest delay share belongs to flip-flops. After layout, the setup clock skew is reported as 5.19 ps. Counting the warning lines in the Yosys log gives 1. The worst hold margin is 357 ps.

The placed instance area is 682 um^2. Per STA, the highest per-stage delay on the worst path measures 540 ps.
sequential cells by signal, indices dropped and copies added, names as in the netlist:
register	flops
cols_sync	4
key_row	4
c_sync	4
synth_stat cells:
cell | n | share of area (%)
sky130_fd_sc_hd__and4_1 | 1 | 2.0
sky130_fd_sc_hd__buf_4 | 4 | 6.9
sky130_fd_sc_hd__inv_1 | 7 | 6.1
sky130_fd_sc_hd__a21oi_1 | 3 | 3.5
sky130_fd_sc_hd__nor2_1 | 4 | 3.5
sky130_fd_sc_hd__or3_1 | 3 | 4.3
sky130_fd_sc_hd__nor2b_1 | 1 | 1.4
sky130_fd_sc_hd__dfrtp_1 | 1 | 5.8
sky130_fd_sc_hd__dfstp_2 | 11 | 67
power by group:
part	total, mW	switching [mW]	internal [mW]
clock	0.158	0.0616	0.0960
combinational	0.0953	0.0245	0.0708
sequential	0.257	0.0150	0.242
worst register-to-register path: stages (launching register included):
cell and delay [ps]:
sky130_fd_sc_hd__dfrtp_1 410, sky130_fd_sc_hd__or3_1 380, sky130_fd_sc_hd__a21oi_1 160
routing by layer:
| layer | track usage, % | up-vias | share of wire [%] |
|---|---|---|---|
| met5 | 0 | - | 0 |
| met4 | 0.704 | 0 | 0.81 |
| met3 | 1.59 | 2 | 13 |
| met2 | 4.49 | 15 | 42 |
| met1 | 3.84 | 141 | 44 |
| li1 | - | 148 | - |
stage by stage:
stage	setup WS (ps)	power (mW)	util [%]	std cells
2_1_floorplan	1070	0.280	-	35
3_3_place_gp	575	0.358	20.0	99
3_5_place_dp	553	0.360	20.0	99
4_1_cts	254	0.522	21.0	103
5_1_grt	197	0.542	21.0	103
6_report	294	0.510	21.0	103
path summary, 6_finish.rpt:
kind                            cells past startpoint                      to  slack, ps              startpoint
worst max register to register                      2    key_row[3]$_DFF_PN1_       1280    key_row[0]$_DFF_PN0_
worst min register to register                      0  cols_sync[2]$_DFF_PN1_        360     c_sync[2]$_DFF_PN1_
worst min-delay path                                0  cols_sync[2]$_DFF_PN1_        360     c_sync[2]$_DFF_PN1_
max in group asynchronous                           1  cols_sync[3]$_DFF_PN1_       1420                   reset
min in group asynchronous                           1    key_row[0]$_DFF_PN0_        530                   reset
worst max-delay path                                3              key_val[5]        290  cols_sync[2]$_DFF_PN1_
final cells by class:
class	instances	area (um^2)	share of cell area, %
clock buffers	4	36.3	5.05
inverters	7	26.3	3.66
multi-input cells	12	63.8	8.89
flip-flops and latches	12	314	43.7
well taps	46	57.6	8.01
repair buffers	22	220	30.7
kinds of logic (layout without fill, tap and decap cells):
logic type	Yosys count	count (layout)	synth area share (%)
DFF	12	12	72.3
buffers and inverters	11	33	13.0
and+or+nand+nor	9	9	11.2
AOI/OAI and AO/OA	3	3	3.46
Power is estimated from default activity; no workload was simulated.
