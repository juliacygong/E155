[/design/flow/config.mk]
export PLATFORM = sky130hd
export DESIGN_NAME = seg_display
export DESIGN_NICKNAME = seg_display
export VERILOG_FILES = /design/flow/design.v
export SDC_FILE = /design/flow/constraint.sdc
export NUM_CORES = 4
export LEC_CHECK = 1
export CORE_AREA = 10 10 70 70
export DIE_AREA = 0 0 80 80
[/design/flow/constraint.sdc]
current_design seg_display

set clk_period 1.0
set clk_io_pct 0.2

create_clock -name clk0 -period $clk_period

set non_clock_inputs [all_inputs -no_clocks]
set_input_delay [expr $clk_period * $clk_io_pct] -clock clk0 $non_clock_inputs
set_output_delay [expr $clk_period * $clk_io_pct] -clock clk0 [all_outputs]
[/design/flow/design.v]
module seg_display(input logic [3:0] s,
				   output logic [6:0] seg
	);
always_comb 
		case(s)  
			4'b0000: 		 seg = 7'b100_0000;
			4'b0001: 		 seg = 7'b111_1001;
			4'b0010: 		 seg = 7'b010_0100;
			4'b0011: 		 seg = 7'b011_0000;
			4'b0100: 		 seg = 7'b001_1001;
			4'b0101: 		 seg = 7'b001_0010;
			4'b0110: 		 seg = 7'b000_0010;
			4'b0111:		 seg = 7'b111_1000;
			4'b1000:		 seg = 7'b000_0000;
			4'b1001: 		 seg = 7'b001_1000;
			4'b1010: 		 seg = 7'b000_1000;
			4'b1011:		 seg = 7'b000_0011;
			4'b1100: 		 seg = 7'b100_0110;
			4'b1101: 		 seg = 7'b010_0001;
			4'b1110: 		 seg = 7'b000_0100;
			4'b1111: 		 seg = 7'b000_1110;
			default: 		 seg = 7'b111_1111; 
	endcase
endmodule
[/design/flow/run.sh]
#!/bin/bash
# OpenROAD 26Q1-2900-gdf79404cd8, Yosys 0.63+post, stock flow scripts
make -C /OpenROAD-flow-scripts/flow DESIGN_CONFIG=/design/flow/config.mk WORK_HOME=/design/flow/orfs finish
==> run_results.csv <==
group,metric,value,unit
detailed_routing,drt_iter0_drc,10,
detailed_routing,drt-pass1-iter-count,2,
synthesis,ys_area,256,um2
floorplanning,ios,11,
min_path,whs_path_depth,4,
synthesis,avgSynthCellArea,7.54,um2
layout,nClkBuffers,0,
place,io_buffers,11,
power,swShare,38.8,%
critical_path,worstPathRequired,800,ps
layout,layout-drive-gt1-share,67.2,%
critical_path,worstSetupPathType,"input pin to output port",
run_status,status,"complete, but fails checks",
synthesis,synth.most_common_cell,"ha_1",
timing,rsz0062_at_grt,"true",
detailed_routing,num_antenna_cells,0,
place,dpl_worst_slack,-1180,ps
power,powerDensity,373,mW/mm2
layout,fin_util,19.8,%
critical_path,cp-end-kind,"output port",
timing,worst_pin_slew,156,ps
synthesis,synth.distinct_cells,19,
power,leakagePower,0.290,nW
floorplanning,chip_area,0.00640,mm2
synthesis,ys_sh_mux,12.2,%
timing,drv_slew,0,
job,cap_violations,0,
timing,finalClockPeriodUsage,139,%
floorplanning,core-area,0.00342,mm2
synthesis,yosys_warnings,1,
layout,synthToLayoutAreaGrowth,164,%
timing,setup_ws,-390,ps
synthesis,fa_ha_area_share,29.3,%
critical_path,critPathLaunchType,"input pin",
detailed_routing,wl_per_cell,8.43,um
clock_tree,hold_buffers,0,
global_route,antenna_found_initial,0,
global_route,grtUsageMet2,4.25,%
global_route,grt_max_degree,9,
place,place.gp.congestion,0.764,
timing,slew-limit-headroom,89.4,%
synthesis,syn_inst,34,
synthesis,synth-cells-yosys,34,
power,power.share.clock,0,%
power,peakVddDrop,128,uV
floorplanning,initCoreUtil,7.51,%
detailed_routing,vias,334,
job,warnings,40,
min_path,hold_path_class,"input pin to output port",
timing,max_clock_freq,0.719,GHz
global_route,grt_pass1_wl,1530,um
synthesis,top_logic_kind,"adder cells",
layout,fin_area,677,um2
power,p_int,154,uW
synthesis,common_cells,"6 x ha_1, 3 x nor2_1, 3 x o21ai_0",
synthesis,top_cell_area_share,29.3,%
place,place_area,539,um2
power,p_sw,98.0,uW
detailed_routing,drc,0,
synthesis,yosysTopAreaCell,"ha_1",
global_route,use_met1,3.89,%
floorplanning,rows,21,
run_status,violations,"setup timing",
synthesis,ys_sh_aoi,23.4,%
power,combinationalPowerShare,100.0,%
layout,flops,0,
place,dp_hpwl,658,um
global_route,gr-total-overflow,0,
floorplanning,die_h,80,um
timing,min_period,1390,ps
synthesis,synthSimpleGateAreaFrac,26.3,%
critical_path,cp.arrival,1190,ps
timing,setup_violations,7,
synthesis,ys_sh_xor,0,%
synthesis,topCellsByArea,"ha_1 29%, mux2i_1 7.8%, a22o_1 6.8%, o21ai_0 5.9%, or2b_1 5.9%",
synthesis,synth.cell_area,256,um2
layout,seq_area,0,um2
floorplanning,die_w,80,um
timing,hold_viol_final,0,
global_route,busiest_layer,"met2",
power,seqPwrFrac,0,%
critical_path,crit_fanout,4,
detailed_routing,via_per_inst,3.12,
global_route,grt_pass1_vias,346,
detailed_routing,routed_wl,902,um
global_route,grt_util_all_layers,2.77,%
global_route,grt_use_met3,0.909,%
detailed_routing,antenna_left,0,
synthesis,postSynthSeqShare,0,%
path summary, 6_finish.rpt:
kind / end / slack, ps / start
max: seg[1] / -390 / s[0]
min: seg[6] / 810 / s[1]
stage by stage:
step | TNS [ps] | instances | total power [mW] | hold slack [ps]
after floorplan | -7.05 | 34 | 0.0856 | 493
after CTS | -2890 | 108 | 0.241 | 910
after detailed placement | -7640 | 99 | 0.206 | 1480
final | -2180 | 107 | 0.252 | 812
after global placement | -7640 | 99 | 0.205 | 1490
after global routing | -2580 | 107 | 0.279 | 838
area by class of cell:
cell class,instances,area (um2)
Tap cell,46,57.6
Fill cell,380,2740
Inverter,2,32.5
Multi-Input combinational cell,30,323
Timing Repair Buffer,29,264
cells in the final DEF, fill, tap and decap left out, drive strengths merged:
cell type and instances:
nor2b 1, buf 28, o22ai 1, clkinv 1, dlygate4sd2 1, a31oi 1, inv 1, nor2 4
a21oi 2, mux2 1, mux2i 2, o21ai 4, nand3 1, or2b 2, a22o 2, ha 6
nand2b 2, or3b 1
power by group through the flow:
| stage | combinational (mW) | sequential [mW] | clock [mW] |
|---|---|---|---|
| final | 0.252 | 0 | 0 |
| after global routing | 0.279 | 0 | 0 |
| after CTS | 0.241 | 0 | 0 |
worst max-delay path: stages:
cell and delay, ps:
buf_8 110, buf_12 120, clkinv_8 40, ha_4 190
or2b_1 230, a31oi_1 180, buf_2 120
metal layers:
metal / vias up / wire length [um]
li1: 172 / -
met1: 153 / 484
met2: 9 / 328
met3: 0 / 89
met4: 0 / 0
met5: - / 0
logic make-up after synthesis:
logic type,after synthesis
mux,3
fa+ha+maj,6
buf+inv,4
compound gates,10
simple gates,11
what timing repair did:
action / CTS / global route
setup endpoints to repair: 7 / 7
gates resized: 52 / 10
pin swaps: 13 / 11
buffers inserted: 9 / 3
Power is estimated from default activity; no workload was simulated.
