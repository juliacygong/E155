===== flow/design.v =====
module fsm(input logic clk, reset,
           input logic [7:0] key_val,
           input logic [3:0] key_col, 
           output logic [3:0] key,
           output logic key_valid,
		   output logic row_stop,
);
logic reset_count;
logic [7:0] key_out, key_first;
logic [2:0] counter;
logic [3:0] row_now;
typedef enum logic [3:0] {WAIT, INPUT, INPUT_WAIT, HOLD, DEBOUNCE, DEBOUNCE_WAIT} statetype;
statetype state, nextstate;
always_ff @(posedge clk, negedge reset) begin
    if (~reset)              state <= WAIT;
    else                    state <= nextstate;
end
always_ff @(posedge clk, negedge reset) begin
    if (~reset) 
        counter <= 3'b0;
    else if (~reset_count) 
        counter <= 3'b0;
    else 
        counter <= counter + 3'd2;
end
always_ff @(posedge clk, negedge reset) begin
    if (~reset) begin
        key_out <= 8'b0000_0000;
	end
    else if (state == WAIT && key_col != 4'b0000) begin  
        key_out <= key_val;
	end
end
always_comb begin
    reset_count = 1'b0;
    key_valid = 1'b0;
    nextstate = state;
	row_stop = 1'b0;
    case (state)
        WAIT: 
		begin
			if (key_col != 4'b0000 && $countones(key_col) == 1 && key_val[7:4] != 4'b0000) begin  
				nextstate = INPUT;
					row_stop = 1'b1;
				end
            else                         nextstate = WAIT;
        end
        INPUT: 
		begin
			row_stop = 1'b1;
            reset_count = 1'b0;  
            nextstate = INPUT_WAIT;
        end
        INPUT_WAIT: 
		begin
			row_stop = 1'b1;
            reset_count = 1'b1;
            if (counter[2]) begin
                    key_valid = 1'b1;
                    nextstate = HOLD;
			end
            else             nextstate = INPUT_WAIT;
        end
        HOLD: 
		begin
			row_stop = 1'b1;
            if (key_col == 4'b0000) nextstate = DEBOUNCE;  
            else                    nextstate = HOLD;
        end
        DEBOUNCE: 
		begin
			row_stop = 1'b1;
            reset_count = 1'b0;
            nextstate = DEBOUNCE_WAIT;
        end
        DEBOUNCE_WAIT: 
		begin
			row_stop = 1'b1;
            reset_count = 1'b1;
            if (counter[2]) nextstate = WAIT;
            else          nextstate = DEBOUNCE_WAIT;
        end
    endcase
end
keypadLUT key_dut(.key_out(key_out), .key_valid(key_valid), .key(key));
endmodule
module keypadLUT(input logic [7:0] key_out,
                 input logic key_valid,
                 output logic [3:0] key);
logic [7:0] key_real;
always_comb begin
	key = 4'b0000;
	key_real = {key_out[5], key_out[4], key_out[7], key_out[6] , key_out[3:0]};
    if (key_valid) begin
        case (key_real)
            8'b0001_0001: key = 4'b1010;  
            8'b0001_0010: key = 4'b0000;  
            8'b0001_0100: key = 4'b1011;  
            8'b0001_1000: key = 4'b1111;  
            8'b0010_0001: key = 4'b0111;  
            8'b0010_0010: key = 4'b1000;  
            8'b0010_0100: key = 4'b1001;  
            8'b0010_1000: key = 4'b1110;  
            8'b0100_0001: key = 4'b0100;  
            8'b0100_0010: key = 4'b0101;  
            8'b0100_0100: key = 4'b0110;  
            8'b0100_1000: key = 4'b1101;  
            8'b1000_0001: key = 4'b0001;  
            8'b1000_0010: key = 4'b0010;  
            8'b1000_0100: key = 4'b0011;  
            8'b1000_1000: key = 4'b1100;  
            default: 	   key = 4'b0000;
        endcase
    end
end
endmodule

===== flow/run.sh =====
#!/bin/bash
# OpenROAD 26Q1-2900-gdf79404cd8, Yosys 0.63+post, stock flow scripts
make -C /OpenROAD-flow-scripts/flow DESIGN_CONFIG=/design/flow/config.mk WORK_HOME=/design/flow/orfs finish

===== flow/config.mk =====
export PLATFORM = sky130hd
export DESIGN_NAME = fsm
export DESIGN_NICKNAME = fsm
export VERILOG_FILES = /design/flow/design.v
export SDC_FILE = /design/flow/constraint.sdc
export NUM_CORES = 4
export LEC_CHECK = 1
export CORE_AREA = 10 10 80 80
export DIE_AREA = 0 0 90 90

===== flow/constraint.sdc =====
current_design fsm

set clk_period 3.7
set clk_io_pct 0.2

create_clock -name clk0 -period $clk_period [get_ports {clk}]

set non_clock_inputs [all_inputs -no_clocks]
set_input_delay [expr $clk_period * $clk_io_pct] -clock clk0 $non_clock_inputs
set_output_delay [expr $clk_period * $clk_io_pct] -clock clk0 [all_outputs]

==> impl_metrics.ini <==
; flow metrics
[worst_setup_path]
critPathMaxFanout = 2
cp.arrival_ns = 2.85
cp.required_ns = 2.96
critPathLaunchType = input pin
worstSetupEndpointType = output pin
crit_type = input pin to output pin

[timing]
skew_ns = 0.001510
hold_viol = 0
rsz0062_at_grt = no
setup_viol = 0
timing.fmax_ghz = 0.2787
finalCritPeriodShare_pct = 96.96
period_needed_ns = 3.588
drv_slew = 0
tns_ns = 0
worst_slack_ns = 0.1124
worst-slew-pin-transition_ns = 0.6983
slew_headroom_pct = 53.30

[synth]
syn_area_sq_um = 1130
async_reset_ff_share_pct = 100.0
ys_warn_count = 2
yosysChipArea_sq_um = 1130
edf_count = 0
ys_seq_share_pct = 35.55
yosysCellCount = 121
flop_cell = dfrtp_1
ys_ff = 16
ys_types = 40
synth_area_per_cell_sq_um = 9.337
synth_cells = 121

[finish]
final_cells = 214
drive_gt1_share_pct = 23.81
lay_top_cells = 16 x clkdlybuf4s50_1, 15 x nor2_1, 15 x dfrtp_1
utilization_pct = 31.84
areaGrowthSynthToFinish_pct = 33.11
final_common_cell = clkdlybuf4s50_1

[route]
vias = 932
wl_microns = 2522
viasPerCell = 4.355
ant_nets = 0
first_iter_violations = 70
wl_per_cell_microns = 11.79
first_pass_iters = 4
drt_drc_violations_left = 0
num_antenna_cells = 0

[floorplanning]
die_h_microns = 90
fp_util_pct = 23.92
placementRows = 25
dieWidth_microns = 90
ios = 20
fp.coreArea_sq_um = 4723
die_area_sq_um = 8100

[grt]
grt_pass1_vias = 962
grt_max_degree = 17
grt_usage_pct = 6.291
overflow = 0
grt_pass1_wl_microns = 4547
antenna_found_initial = 0

[clock_network]
clockBufferDepth = 2
clkSinkCount = 16
clkTransAtPathRegs_ns = 0.06
cts-htree-levels = 1
cts_made_buffers = 3
root_buffer = clkbuf_8
insertion_delay_ns = 0.24
holdBufCountCts = 0
cts_tree = built

[power]
peakVddDrop_mv = 0.3124
p_total_mw = 1.046
p_leak_nw = 0.6310
powerDensity_nw_per_um2 = 695.2

[placement]
dp.final_hpwl_microns = 1797
placedCellCount = 199
dpl_worst_slack_ns = -0.4754
gp_congestion = 0.8541
port_buffers = 19

[flow_run]
warnings = 25
maxCapViolations = 0

[run_status]
status = finished, final reports clean

[worst_hold_path]
min_path_type = flop to flop
-- power breakdown --
| group | internal (mW) | switching (mW) | leakage (nW) |
|---|---|---|---|
| Combinational | 0.279 | 0.184 | 0.402 |
| Sequential | 0.253 | 0.180 | 0.200 |
| Clock | 0.0942 | 0.0557 | 0.0288 |
-- Yosys cell counts, types with 3 or more instances --
master | n | area share (%)
a31oi_1 | 3 | 1.7
buf_6 | 4 | 4.0
dfrtp_1 | 15 | 33
inv_1 | 9 | 3.0
mux2_2 | 8 | 8.0
nand2_1 | 8 | 2.7
nand3_1 | 4 | 1.8
nand3b_1 | 3 | 2.0
nor2_1 | 15 | 5.0
nor3_1 | 3 | 1.3
o21ai_0 | 4 | 1.8
xnor2_1 | 4 | 3.1
xor2_1 | 5 | 3.9
-- worst max-delay path, stage by stage --
cell and delay [ns]:
clkdlybuf4s50_1 0.47, inv_1 0.05, fa_1 0.47, inv_1 0.05
ha_2 0.17, ha_4 0.22, nor4b_4 0.28, nor2b_2 0.19
nand3b_1 0.11, buf_2 0.09
-- final cells by class --
cell class | count | area (sq um)
Inverter | 9 | 33.78
Clock buffer | 4 | 55.05
Fill cell | 481 | 3219
Multi-Input combinational cell | 87 | 653.1
Tap cell | 67 | 83.83
Timing Repair Buffer | 31 | 276.5
Sequential cell | 16 | 401.6
-- what timing repair did --
action	CTS	global route
buffers inserted	11	0
setup endpoints to repair	1	2
resized	7	4
pin swaps	2	3
endpoints found under the hold margin	0	0
-- flip-flops by register name, summed over array words and instances (netlist names) --
name,count
key_out,8
state,6
counter,2
-- stage by stage --
stage,area [sq um],hold WS [ns]
after floorplan,1130,0.4246
after global placement,1338,0.4360
after detailed placement,1338,0.4402
after CTS,1478,0.4484
after global routing,1504,0.4972
final,1504,0.4461
-- metal layers --
| layer | track usage (%) | vias up | wire (microns) |
|---|---|---|---|
| met4 | 0.7958 | 0 | 9 |
| met2 | 10.47 | 7 | 1246 |
| met3 | 0.8382 | 2 | 46 |
| li1 | - | 474 | - |
| met5 | 0 | - | 0 |
| met1 | 8.729 | 449 | 1220 |
-- logic make-up after synthesis --
group                      Yosys count  synth area share, %
buffers and inverters               18                9.523
muxes                                9                8.860
xor gates and xnor gates             9                6.976
adders and majority gates            3                3.986
DFF                                 16                35.55
and+or+nand+nor                     46                22.59
AOI/OAI and AO/OA                   20                12.52
-- final timing paths --
path	startpoint	to	slack, ns	cells past startpoint
min	counter[1]	counter[1]	0.45	1
max in group asynchronous	reset	key_out[0]	2.34	1
max	key_col[2]	row_stop	0.11	10
min in group asynchronous	reset	state[4]	0.92	1
min reg2reg	counter[1]	counter[1]	0.45	1
max reg2reg	state[0]	key_out[2]	2.52	3
Power figures rest on the tool's default switching activity, not on a simulated workload.
